==> /design/flow/design.v <==
module open_drain_pin(
  inout pin,
  output data_in,
  input data_out
);
assign pin = data_out ? 1'bZ : 1'b0;
assign data_in = pin;
endmodule
module clkdiv256(
  input logic clk_in,
  output logic clk_out
);
  logic[7:0] ctr;
  assign clk_out = ctr[7];
  always_ff @(posedge clk_in) begin
    ctr <= ctr + 8'b1;
  end
endmodule
module clkdiv2(
  input logic clk_in,
  output logic clk_out
);
  logic clk;
  assign clk_out = clk;
  always_ff @(posedge clk_in) begin
    clk = ~clk;
  end
endmodule
module m10video_top(
  input           max10_resetn,
  input           clk50m_max10,
  input           clk100m_lpddr2,
  inout  [9:0]    user_io,
  output [4:0]    user_led,
  input  [3:0]    user_pb,
  input  [5:0]    user_dipsw,
  output          hdmi_video_clk,
  output [23:0]   hdmi_video_din,
  output          hdmi_hsync,
  output          hdmi_vsync,
  output          hdmi_video_data_en,
  input           hdmi_intr,
  inout           hdmi_sda,
  output          hdmi_scl
);
  logic sda_in;
  logic sda_out;
  open_drain_pin sda_opendrain(.pin(hdmi_sda), .data_in(sda_in), .data_out(sda_out));
  logic hdmi_ready;
  logic hdmi_err;
  logic hdmi_conf;
  logic hdmi_waiting_hpd;
  logic hdmi_waiting_pwron;
  logic i2c_clk;
  clkdiv256 i2c_clkgen(clk50m_max10, i2c_clk);
  hdmi_i2c_ctrl i2c_ctrl(
    .clk(i2c_clk),
    .resetn(max10_resetn),
    .sda_in(sda_in),
    .sda_out(sda_out),
    .scl(hdmi_scl),
    .waiting_pwron(hdmi_waiting_pwron),
    .waiting_hpd(hdmi_waiting_hpd),
    .conf(hdmi_conf),
    .ready(hdmi_ready),
    .err(hdmi_err)
  );
  assign user_led[0] = ~hdmi_err;
  assign user_led[1] = ~hdmi_ready;
  assign user_led[2] = ~hdmi_conf;
  assign user_led[3] = ~hdmi_waiting_hpd;
  assign user_led[4] = ~hdmi_waiting_pwron;
  logic vid_clk;
  clkdiv2 vid_clkgen(clk50m_max10, vid_clk);
  videogen vid_gen(
    .clk(vid_clk),
    .resetn(max10_resetn && hdmi_ready),
    .data(hdmi_video_din),
    .hsync(hdmi_hsync),
    .vsync(hdmi_vsync),
    .data_en(hdmi_video_data_en)
  );
  assign hdmi_video_clk = vid_clk;
endmodule
==> /design/flow/run.sh <==
#!/bin/bash
# OpenROAD 26Q1-2900-gdf79404cd8, Yosys 0.63+post, stock flow scripts
make -C /OpenROAD-flow-scripts/flow DESIGN_CONFIG=/design/flow/config.mk WORK_HOME=/design/flow/orfs finish
==> /design/flow/config.mk <==
export PLATFORM = sky130hd
export DESIGN_NAME = clkdiv256
export DESIGN_NICKNAME = clkdiv256
export VERILOG_FILES = /design/flow/design.v
export SDC_FILE = /design/flow/constraint.sdc
export NUM_CORES = 4
export LEC_CHECK = 1
export CORE_AREA = 10 10 70 70
export DIE_AREA = 0 0 80 80
==> /design/flow/constraint.sdc <==
current_design clkdiv256

set clk_period 1.6
set clk_io_pct 0.2

create_clock -name clk0 -period $clk_period [get_ports {clk_in}]

set non_clock_inputs [all_inputs -no_clocks]
set_input_delay [expr $clk_period * $clk_io_pct] -clock clk0 $non_clock_inputs
set_output_delay [expr $clk_period * $clk_io_pct] -clock clk0 [all_outputs]
==> results.json <==
{
  "status": "finished clean",
  "first_pass_iters": 4,
  "synth_flops": 8,
  "diodes": 0,
  "fp.dieW_um": 80,
  "grt_max_degree": 5,
  "slew_headroom": 0.8868,
  "yosys_warnings": 2,
  "ys_area_um2": 276.5,
  "cts_tree": "yes",
  "grt_pass1_wl_um": 772,
  "cts.sinks": 8,
  "cts_max_path_buffers": 2,
  "wl_um": 422,
  "slew_violations": 0,
  "rows": 21,
  "ys_sh_mux": 0,
  "worst_setup_path_end_kind": "output port",
  "port_buffers": 1,
  "ys_cells": 24,
  "xor_area_frac": 0.1900,
  "hold_violations": 0,
  "syn-instance-count": 24,
  "finalSetupTns_ns": 0,
  "reg.largest.list": "ctr x8",
  "grt-ovfl-total": 0,
  "clock_skew_ns": 0.001231,
  "cp-start-kind": "flop",
  "path_buffers": 1,
  "rsz0062_at_grt": "false",
  "ioPinCount": 2,
  "worst_ep_required_time_ns": 1.28,
  "ant_nets": 0,
  "dp_hpwl_um": 312.9,
  "ys_seq_share": 0.5792,
  "cts-root-buf": "clkbuf_4",
  "fp-utilization": 0.08095,
  "cts_buffers": 3,
  "cp_slowest_cell": "clkdlybuf4s50_1",
  "fill_cells": 398,
  "max_freq_mhz": 733.4,
  "route.vias.total": 173,
  "adder_share": 0.04525,
  "cp_slowest_stage_delay_ns": 0.47,
  "largest_register_ff_count": 8,
  "finalSetupViolCount": 0,
  "aoi_share": 0,
  "drive_above_1_share": 0.1786,
  "drt_iter0_drc": 3,
  "worstSkewPairLatency_ns": 0.25,
  "arrival_ns": 1.04,
  "ys_sh_simple": 0.1719,
  "worstSetupPathType": "reg -> out",
  "grt_usage": 0.01626,
  "pwr_density_cell_mw_per_mm2": 946.8,
  "synth_cell_types": 11,
  "synth_area_per_cell_um2": 11.52,
  "min_period_ns": 1.364,
  "antenna_found_initial": 0,
  "grt_pass1_vias": 187,
  "htree_levels": 1,
  "cp_cell_sequence": "clkdlybuf4s50_1",
  "postCtsHoldBufs": 0,
  "route.detailed.drc": 0,
  "lay_top_cells": "8 x dfxtp_1, 3 x xor2_1, 3 x xnor2_1, 3 x clkbuf_4",
  "log.warning_count": 25,
  "synthTopLogicFamily": "XOR/XNOR gates",
  "cts-resized-gates": 0,
  "viasPerCell": 2.338,
  "drv_cap": 0,
  "lay_top_count": "dfxtp_1",
  "syn-cell-area_um2": 276.5,
  "total_leakage_power_nw": 0.1321,
  "period_used_share": 0.8522,
  "cts.clk_slew.worst_paths_ns": 0.05,
  "core_area_mm2": 0.003416,
  "areaGrowthSynthToFinish_pct": 32.58,
  "die_area_mm2": 0.006400,
  "ir_drop_mv": 0.2029,
  "hold_class": "reg -> reg",
  "cp_max_fo": 2,
  "top_register": "ctr",
  "path_delay_family": "buffers and inverters",
  "fin_hold_ws_ns": 0.4140,
  "tightest_slew_ns": 0.1695,
  "postCtsSetupBuffers": 0,
  "wl_per_cell_um": 5.703,
  "die_h_um": 80,
  "place_congestion": 0.6353
}
## cells in the mapped netlist
cell | instances | share of area
and3_1 | 1 | 0.023
dfxtp_1 | 8 | 0.58
ha_1 | 1 | 0.045
inv_1 | 1 | 0.014
nand2_1 | 2 | 0.027
nand3_1 | 2 | 0.036
nand3_2 | 1 | 0.036
nor2_1 | 1 | 0.014
nor3_2 | 1 | 0.036
xnor2_1 | 3 | 0.095
xor2_1 | 3 | 0.095
## per-layer routing
metal,up-vias,routed length (um),GRT usage
met5,-,0,0
met1,83,182,0.01542
li1,86,-,-
met2,4,167,0.02167
met4,0,0,0.001761
met3,0,72,0.02159
## area by class of cell
type | count | area (um2) | area share
Timing Repair Buffer | 1 | 10.01 | 0.02730
Clock buffer | 3 | 22.52 | 0.06143
Multi-Input combinational cell | 15 | 112.6 | 0.3072
Sequential cell | 8 | 160.2 | 0.4369
Inverter | 1 | 3.754 | 0.01024
Tap cell | 46 | 57.56 | 0.1570
## path summary, 6_finish.rpt
kind	from	to	cells past startpoint	slack (ns)
setup / recovery	ctr[7]$_DFF_P_	clk_out	1	0.24
hold / removal	ctr[0]$_DFF_P_	ctr[0]$_DFF_P_	1	0.41
setup reg to reg	ctr[2]$_DFF_P_	ctr[7]$_DFF_P_	3	0.62
hold reg to reg	ctr[0]$_DFF_P_	ctr[0]$_DFF_P_	1	0.41
## through the flow
stage | total power, W | setup WS [ns] | cell area (um2) | utilization | cells
2_1_floorplan | 0.0002036 | 0.7191 | 276.5 | - | 24
3_3_place_gp | 0.0002036 | 0.4911 | 344.1 | 0.1007 | 71
3_5_place_dp | 0.0002036 | 0.4897 | 344.1 | 0.1007 | 71
4_1_cts | 0.0003548 | 0.2128 | 366.6 | 0.1073 | 74
5_1_grt | 0.0003665 | 0.1678 | 366.6 | 0.1073 | 74
6_report | 0.0003471 | 0.2365 | 366.6 | 0.1073 | 74
## worst register-to-register path, stage by stage, from the launching register on
cell and delay, ns:
dfxtp_1 0.40, nand3_2 0.14, nor3_2 0.22, xor2_1 0.16
## where the power goes
group	internal (W)	leakage [nW]	switching, W
sequential	0.000200	0.0644	0
combinational	0	0.0539	0
clock	0.0000854	0.0138	0.0000621
## logic make-up (layout without fill, tap and decap cells)
kind of cell  after synthesis  in the layout
simple gates                8              8
xor+xnor                    6              6
flops                       8              8
buf+inv                     1              5
fa+ha+maj                   1              1
Power is estimated from default activity; no workload was simulated.
